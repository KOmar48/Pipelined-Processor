===== /design/flow/config.mk =====
export PLATFORM = sky130hd
export DESIGN_NAME = RF
export DESIGN_NICKNAME = RF
export VERILOG_FILES = /design/flow/design.v
export SDC_FILE = /design/flow/constraint.sdc
export NUM_CORES = 4
export LEC_CHECK = 1
export CORE_UTILIZATION = 30
export SYNTH_HDL_FRONTEND = slang

===== /design/flow/constraint.sdc =====
current_design RF

set clk_period 34.0
set clk_io_pct 0.2

create_clock -name clk0 -period $clk_period

set non_clock_inputs [all_inputs -no_clocks]
set_input_delay [expr $clk_period * $clk_io_pct] -clock clk0 $non_clock_inputs
set_output_delay [expr $clk_period * $clk_io_pct] -clock clk0 [all_outputs]

===== /design/flow/design.v =====
`timescale 1ns / 1ps
module RF (input RFWE,
           input [4:0] RFRA1, RFRA2, RFWA,
           input [31:0] RFWD,
           output reg [31:0] RFRD1D, RFRD2D);
reg [31:0] RFMEM [0:31];
integer i;
initial 
    for (i = 0; i < 32; i = i+1)
        RFMEM[i] = 0;
always @ * begin
    if (RFWE)
        RFMEM[RFWA] = RFWD;
    RFRD1D = RFMEM[RFRA1];
    RFRD2D = RFMEM[RFRA2];
end
endmodule

===== /design/flow/run.sh =====
#!/bin/bash
# OpenROAD 26Q1-2900-gdf79404cd8, Yosys 0.63+post, stock flow scripts
make -C /OpenROAD-flow-scripts/flow DESIGN_CONFIG=/design/flow/config.mk WORK_HOME=/design/flow/orfs finish

==> reports/qor.yml <==
final_common_cell: "dlxtp_1"
antenna_found_initial: 20
place_area_um2: 46200
required_ns: 27.20
place_congestion: 1.08
drt_pass1_iterations: 29
n_fill_cell: 15000
drt_iter0_drc: 6944
grt_max_degree: 92
stdcell_area_um2: 46300
ys_warn_count: 0
synth-main-ff-cell: "dlxtp_1"
max_slew.worst_pin.slew_ns: 1.10
maxCapViolCount: 0
finalWirelength_mm: 253
power_density_nw_per_um2: 8.12
rsz0062_at_grt: "false"
untimed_endpoints: 1024
finalCriticalPeriod_ns: 19.17
fp-row-count: 139
dpl.hpwl_mm: 159
avgViaCountPerCell: 6.87
yosysTopAreaCell: "dlxtp_1"
dp_cells: 7466
crit_top_cell: "buf_4"
drtAntennaViolNets: 0
wl_per_cell_um: 33.8
holdBufCountCts: 0
largest_reg_flops: 1024
layout-drive-gt1-share_pct: 8.61
setup_violations: 0
slew_viol_final: 0
edf_count: 0
async_reset_ff_share_pct: 0
crit_arrival_ns: 12.37
die_y_um: 383
grt_use_total_pct: 34.3
swShare_pct: 68.2
die_area_um2: 146000
warnings: 32
grt_pass1_vias: 47300
cts_resized: 0
setup_slack_ns: 14.83
syn_area_um2: 43400
finalCritPeriodShare_pct: 56.4
xor_area_share_pct: 0.115
ir_drop_v: 0.00000726
ys_sh_simple_pct: 22.6
p_int_w: 0.000119
cp_slowest_cell: "clkdlybuf4s50_1"
area_growth_pct: 6.56
yosys.area_share.adder_pct: 0
p_leak_nw: 19.9
io_pins: 112
placement.io_buffers: 112
finalSetupTns_ns: 0
fin_cells: 7484
hold_class: "input port to output port"
path_max_fanout: 29
initial_core_util_pct: 30.2
cts_setup_buffers: 0
max_freq_ghz: 0.0522
crit_path_start_kind: "input port"
yosys_cells: 5894
worstPathCellList: "clkdlybuf4s50_1, and4bb_4, buf_4, nand2_4, buf_4, inv_1, buf_4, a21oi_1, a21oi_1, a21oi_1, and4_1, o31ai_1, buf_4, clkdlybuf4s50_1"
dr_total_vias: 51400
synth-seq-cells: 1024
topCellsByArea: "dlxtp_1, nand2_1, o22ai_1"
final_hold_viol_count: 0
yosys-mux-area-fraction_pct: 7.18
overflow: 0
worstSetupPathType: "input port to output port"
yosysTopAreaCellShare_pct: 35.5
ys_chip_area_um2: 43400
status: "completed"
netlist_logic_family_top: "AND-OR/OR-AND gates"
die_w_um: 383
drc: 0
pre_cts_ws_ns: 15.18
netlist_instances: 5894
p_switching_w: 0.000256
total_power_w: 0.000376
fp.coreArea_um2: 144000
slew_headroom_pct: 26.3
unclocked_pins: 1024
aoi_share_pct: 28.2
slowest_delay_ns: 0.68
cp-end-kind: "output port"
grt_pass1_wl_mm: 352
syn_avg_cell_area_um2: 7.37
final_cell_mix: "dlxtp_1, nand2_1, o22ai_1"
synthDistinctLibCells: 72
-- area by class of cell --
class	count	area (um2)	share of cell area [%]
sequential	1024	15400	33.2
tap	1903	2380	5.14
timing repair buffer	357	2800	6.04
multi-input combinational	4146	25600	55.2
antenna	18	45.0	0.0973
inverter	36	135	0.292
-- worst max-delay path: cells and delay by family --
| kind | cells | cell delay (ns) |
|---|---|---|
| compound gates | 4 | 1.01 |
| buf+inv | 7 | 3.37 |
| simple gates | 3 | 1.09 |
-- kinds of logic after synthesis --
group / after synthesis
xor gates and xnor gates: 4
AOI/OAI and AO/OA: 1775
muxes: 282
and+or+nand+nor: 2085
buffers and inverters: 724
latches: 1024
-- stage by stage --
step                      hold WS (ns)  util, %
after CTS                        14.71     32.2
after detailed placement         14.71     32.2
after floorplan                  13.80        -
final                            14.71     32.2
after global routing             14.77     32.2
after global placement           14.71     32.2
-- path summary, 6_finish.rpt --
check	slack (ns)	endpoint	depth (start not counted)	startpoint
max	14.83	RFRD2D[4]	14	RFWA[3]
min	14.71	RFRD2D[11]	5	RFWD[11]
-- routing by layer --
layer,global-route usage [%],part of all wire (%),vias up
met2,46.4,39,4661
met1,41.9,36,23900
met3,18.5,16,1301
met4,22.4,8.6,33
li1,-,-,21500
met5,2.02,0.25,-
-- cells in the mapped netlist (25+ instances only) --
cell	count
a311o_1	25
buf_1	44
a21oi_1	172
nor4_1	81
buf_2	52
o221ai_1	125
a311oi_1	146
clkbuf_1	584
o211ai_1	76
nand4_1	31
nor3_1	337
mux2i_1	190
a211oi_1	276
nand2_1	877
o22ai_1	459
o31ai_1	34
a31oi_1	118
nor2_1	286
nand3_1	63
and3_1	246
mux2_2	76
dlxtp_1	1024
o21ai_0	202
or4_1	63
or3_1	31

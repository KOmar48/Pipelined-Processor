**design/flow/config.mk**
```make
export PLATFORM = sky130hd
export DESIGN_NAME = DM
export DESIGN_NICKNAME = DM
export VERILOG_FILES = /design/flow/design.v
export SDC_FILE = /design/flow/constraint.sdc
export NUM_CORES = 4
export LEC_CHECK = 1
export CORE_UTILIZATION = 30
export SYNTH_HDL_FRONTEND = slang
```
**design/flow/constraint.sdc**
```tcl
current_design DM

set clk_period 39.9
set clk_io_pct 0.2

create_clock -name clk0 -period $clk_period

set non_clock_inputs [all_inputs -no_clocks]
set_input_delay [expr $clk_period * $clk_io_pct] -clock clk0 $non_clock_inputs
set_output_delay [expr $clk_period * $clk_io_pct] -clock clk0 [all_outputs]
```
**design/flow/design.v**
```verilog
`timescale 1ns / 1ps
module DM (input DMWE,
           input [31:0] DMA, DMWD,
           output [31:0] DMRD);
reg [31:0] DMEM [0:63];
initial begin
    $readmemh("D:/Vivado/Projects/Assignment4/DMEM.txt", DMEM);
end
assign DMRD = DMEM[DMA];
always @ *
    if (DMWE)
        DMEM[DMA] = DMWD;
endmodule
```
**design/flow/run.sh**
```bash
#!/bin/bash
# OpenROAD 26Q1-2900-gdf79404cd8, Yosys 0.63+post, stock flow scripts
make -C /OpenROAD-flow-scripts/flow DESIGN_CONFIG=/design/flow/config.mk WORK_HOME=/design/flow/orfs finish
```
==> Slide: Implementation Results <==
Implementation Results

Status
  • Status: completed

Synthesis
  • Post-synth cell types: around 58
  • Yosys top cell by area: dlxtp_1
  • Mapped Area: approximately 47,000 um2
  • Synth Instances: about 4,300
  • Area leader share: 65.8%
  • Area contributors post-synth: dlxtp_1 (66%), a22oi_1 (6.4%), a221oi_1 (6.2%), mux4_2 (3.6%), o22ai_1 (2.1%)
  • Ys Warns: 0
  • YS chip area: between 40,000 and 50,000 um2
  • Ys flops: roughly 2,000
  • EDFF count, synth: 0
  • Async set-reset flop share out of synthesis: 0%
  • Dominant flop cell: dlxtp_1
  • Yosys Instances: 4,280
  • Avg Cell Area, Syn: about 11 um2

Layout
  • FILL cells: 15,500
  • Area Growth Syn to Fin: 8.25%
  • Share of layout cells above drive strength 1: 10.1%
  • Largest register FFs: about 2,000
  • Finished Layout Cells: 6,279

Worst setup path
  • Critical Path Fanout Max: about 66
  • Crit path DRT: roughly 32 ns
  • WS Path Type: in -> out
  • Arr. time, crit path: 12.73 ns
  • Worst Setup SP: DMA[1]
  • Element type at the critical path start: primary input
  • Worst Setup End Kind: primary output

Placed design
  • # placed instances: roughly 6,300
  • Worst slack, placed: between 15 and 20 ns
  • Placed wire-length estimate: about 110,000 um
  • GPL Wtd Cong: between 0.9 and 1
  • # port buffers: between 90 and 100

Global routing
  • First-pass GRT wire length: between 200,000 and 250,000 um
  • Total GRT Usage: around 22%
  • Vias in the first global route: around 34,000
  • Largest net degree at the start of global routing: between 100 and 150
  • Initial antenna violation count: 19
  • Grt ovf: 0

Drt
  • Vias per cell: around 5.7
  • DRC: 0
  • Drt wl/cell: ~27 um
  • Post-route ant nets: 0
  • Via count: 35,900
  • Iter 0 DRT Violations: 3,150
  • Drt first pass iters: 25
  • Final wirelength: ~170,000 um

Run
  • Max Cap Viol: 0
  • Tool Warnings: ~47

STA
  • Final worst slack: approximately 19 ns
  • Post-route minimum period: between 20 and 25 ns
  • Slew @ Worst Pin: between 1 and 1.5 ns
  • Sum Neg Setup Slack: 0 ns
  • Count of unclocked register or latch pins: about 2,000
  • Endpoints left unconstrained: about 2,000
  • Ratio of final minimum period to clock period: 51.9%
  • Slew HR: 19.8%
  • FMAX: around 0.048 GHz
  • RSZ-0062 raised after global routing: false
  • Final Hold Violating Endpoints: 0
  • Final setup fails: 0
  • Slew Viols, Final: 0

Die
  • Chip Area: approximately 160,000 um2
  • Die height: ~400 um
  • Fp util: a little under a third
  • Die Span X: around 400 um
  • Row cnt: around 140
  • Core Area: 154,000 um2
  • I/O Pins: 97

Hold path
  • Worst Hold Class: in -> out
  • Hold_sp: DMA[2]

Clock network
  • Post-cts resize count: 0
  • Hold-fix buffers, CTS: 0
  • Number of setup buffers added after CTS: 0

Power and ir drop
  • Static Leak: ~22 nW
  • Worst IR Drop VDD: 0.00000950 V
  • PwrDens: approximately 4.7 nW/um2
[metrics by stage]
stage	utilization [%]	instance area, um2	power (mW)	hold slack [ns]
floorplan	-	46600	0.133	16.31
global placement	32.7	50500	0.232	17.31
detailed placement	32.7	50500	0.233	17.31
CTS	32.7	50500	0.233	17.32
global route	32.7	50500	0.249	17.39
finish	32.7	50500	0.236	17.29
[critical path, stage by stage]
cell             delay (ns)
buf_8                  0.40
buf_4                  0.72
inv_4                  0.38
buf_4                  0.43
nand2_1                0.65
o22ai_1                0.15
nor3_1                 0.69
nand3_1                0.23
or3_1                  0.54
clkdlybuf4s50_1        0.48
[cells in the mapped netlist (all sizes together), types with 6 or more instances]
cell        n
a22oi     397
a31oi       6
or4        15
a21oi      67
nor3       59
nand3      39
o21ai     101
o211ai      6
a221oi    334
o32ai       9
mux2i      86
and2       10
a22o       24
a211oi      6
or3        14
mux2       46
a221o       8
a222oi     15
nand4       9
dlxtp    2048
o2bb2ai    10
clkbuf    148
a32oi      18
o221ai     14
o22a       20
nor4       35
buf       174
mux4       74
nor2      170
o22ai     157
nor2b      14
nand2     108
[final timing paths]
| check | end | cells past startpoint |
|---|---|---|
| hold / removal | DMRD[26] | 5 |
| setup / recovery | DMRD[29] | 10 |
[power by group]
part           leakage (nW)  internal [mW]  switching [mW]
sequential             16.3         0.0272               0
combinational          5.31         0.0666           0.142
clock             0.0000356  0.00000000679               0
[layout make-up]
class	instances	area, um2	share of cell area [%]
Antenna cell	9	22.5	0.0446
Inverter	6	26.3	0.0520
Multi-Input combinational cell	1904	15000	29.7
Sequential cell	2048	30700	60.9
Tap cell	2044	2560	5.07
Timing Repair Buffer	268	2160	4.28
[routing by layer]
layer	vias up	GRT usage (%)	wire [um]
li1	15700	-	-
met1	17800	29.6	66600
met2	1947	32.5	75000
met3	426	9.63	22200
met4	22	8.45	7580
met5	-	0	131
[cell families (layout without fill, tap and decap cells)]
| kind of cell | after synthesis | after routing | synth area share, % |
|---|---|---|---|
| other cells | 0 | 9 | 0 |
| latches | 2048 | 2048 | 65.8 |
| buf+inv | 328 | 274 | 3.14 |
| compound gates | 1207 | 1207 | 19.5 |
| simple gates | 491 | 491 | 4.93 |
| mux | 206 | 206 | 6.53 |
[cell usage in the layout (no fill, tap or decap), drive strengths merged, types with 6 or more instances in the layout]
master         instances
buf                  207
a222oi                15
mux2i                 86
mux4                  74
nand2                108
o211ai                 6
a22oi                397
o22ai                157
nor4                  35
nand4                  9
a221o                  8
o32ai                  9
o22a                  20
a31oi                  6
or3                   14
or4                   15
a32oi                 18
nor3                  59
nor2b                 14
mux2                  46
a221oi               334
a22o                  24
o221ai                14
o21ai                101
a211oi                 6
diode                  9
clkdlybuf4s50         61
o2bb2ai               10
dlxtp               2048
nor2                 170
nand3                 39
and2                  10
a21oi                 67
Power figures rest on the tool's default switching activity, not on a simulated workload.

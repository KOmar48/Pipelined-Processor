==> flow/design.v <==
`timescale 1ns / 1ps
module ALU (input [3:0] ALUsel,
            input [4:0] Shamt,
            input [31:0] ALUIn1, ALUIn2,
            output reg [31:0] ALUOutE);
wire [31:0] ALUOp0, ALUOp1, ALUOp2, ALUOp3, ALUOp4, ALUOp5, 
            ALUOp6, ALUOp7, ALUOp8, ALUOp9, ALUOpA; 
assign ALUOp0 = ALUIn1 + ALUIn2;     
assign ALUOp1 = ALUIn1 - ALUIn2;     
assign ALUOp2 = ALUIn2 << Shamt;     
assign ALUOp3 = ALUIn2 >>> Shamt;    
assign ALUOp4 = ALUIn2 << ALUIn1;    
assign ALUOp5 = ALUIn2 >>> ALUIn1;   
assign ALUOp6 = ALUIn2 >> ALUIn1;    
assign ALUOp7 = ALUIn1 & ALUIn2;     
assign ALUOp8 = ALUIn1 | ALUIn2;     
assign ALUOp9 = ALUIn1 ^ ALUIn2;     
assign ALUOpA = ALUIn1 ~^ ALUIn2;    
always @ *
    case (ALUsel)
    4'b0000: ALUOutE = ALUOp0;      
    4'b0001: ALUOutE = ALUOp1;      
    4'b0010: ALUOutE = ALUOp2;      
    4'b0011: ALUOutE = ALUOp3;      
    4'b0100: ALUOutE = ALUOp4;      
    4'b0101: ALUOutE = ALUOp5;      
    4'b0110: ALUOutE = ALUOp6;      
    4'b0111: ALUOutE = ALUOp7;      
    4'b1000: ALUOutE = ALUOp8;      
    4'b1001: ALUOutE = ALUOp9;      
    4'b1010: ALUOutE = ALUOpA;      
    default: ALUOutE = ALUOp0;      
    endcase
endmodule
==> flow/run.sh <==
#!/bin/bash
# OpenROAD 26Q1-2900-gdf79404cd8, Yosys 0.63+post, stock flow scripts
make -C /OpenROAD-flow-scripts/flow DESIGN_CONFIG=/design/flow/config.mk WORK_HOME=/design/flow/orfs finish
==> flow/config.mk <==
export PLATFORM = sky130hd
export DESIGN_NAME = ALU
export DESIGN_NICKNAME = ALU
export VERILOG_FILES = /design/flow/design.v
export SDC_FILE = /design/flow/constraint.sdc
export NUM_CORES = 4
export LEC_CHECK = 1
export CORE_UTILIZATION = 30
export SYNTH_HDL_FRONTEND = slang
==> flow/constraint.sdc <==
current_design ALU

set clk_period 18.3
set clk_io_pct 0.2

create_clock -name clk0 -period $clk_period

set non_clock_inputs [all_inputs -no_clocks]
set_input_delay [expr $clk_period * $clk_io_pct] -clock clk0 $non_clock_inputs
set_output_delay [expr $clk_period * $clk_io_pct] -clock clk0 [all_outputs]
==> impl_metrics.py <==
# Synthesis and PnR figures
metrics = {
    "power": {
        "power.internal_uw": 157.0,
        "power_leakage_uw": 0.004652,
        "peakVddDrop_mv": 0.01544,
        "power_density_nw_per_um2": 37.00,
        "p_sw_uw": 272.5,
        "switching_share": 0.6345,
        "finalPower_uw": 429.5,
    },
    "detailed_routing": {
        "drc": 0,
        "wl_met2_um": 26520,
        "topRoutingLayerUsed": "met4",
        "routed_wirelength_um": 66020,
        "vias": 13230,
        "drt-wirelength-per-cell_um": 32.60,
        "vias_per_cell": 6.533,
        "first_pass_iters": 6,
        "drtIter0Drc": 1529,
        "drt-met1-wl_um": 27510,
        "wl_met3_um": 7665,
        "route.antenna.remaining_nets": 0,
    },
    "logic_synthesis": {
        "synth_area_per_cell_um2": 6.544,
        "top_area_frac": 0.1183,
        "netlist_instances": 1551,
        "ys_top_cells_by_area": "ha_1 (12%), mux2i_1 (8.9%), nand2_1 (8.1%)",
        "ys_warn_count": 0,
        "ys_types": 88,
        "top_area_cell": "ha_1",
        "top_cell": "nand2_1",
        "ys_area_um2": 10150,
        "ys_cells": 1551,
        "yosys-top-cells-count": "nand2_1 (218), nor2_1 (163), a21oi_1 (146), ha_1 (96), mux2i_1 (90)",
        "synth_area_um2": 10150,
        "ys_seq_share": 0,
    },
    "finish": {
        "n_clock_buffer": 0,
        "flop_area_um2": 0,
        "seq_cells": 0,
        "drive_gt1_frac": 0.08286,
        "syn_to_final_growth_pct": 14.35,
    },
    "grt": {
        "grt_max_degree": 44,
        "antenna_found_initial": 3,
        "grt_usage": 0.3894,
        "grt-ovfl-total": 0,
        "grt_pass1_wl_um": 92690,
        "grt_pass1_vias": 12220,
    },
    "floorplan": {
        "io_pins": 105,
        "die_x_um": 185.9,
        "die_height_um": 185.9,
        "core_area_um2": 32950,
        "num_rows": 66,
        "die_area_um2": 34570,
        "fp-utilization": 0.3080,
    },
    "run": {
        "warnings": 65,
        "max_cap_violations": 0,
    },
    "critical_path": {
        "worstSetupStartpoint": "ALUIn2[8]",
        "crit_arrival_ps": 9210,
        "worst-endpoint-required_ps": 14640,
        "crit_path_start_kind": "input port",
        "critPathMaxFanout": 11,
        "cp-endpoint": "ALUOutE[28]",
        "path_class": "in2out",
        "worstSetupEndpointType": "output port",
    },
    "final_timing": {
        "grt_setup_unrepaired": "false",
        "hold_violations": 0,
        "setup_viol": 0,
        "period_minus_slack_ps": 12870,
        "tightest_slew_ps": 991.0,
        "period_used_share": 0.7031,
        "fin_setup_tns_ps": 0,
        "max_freq_mhz": 77.72,
        "drv_slew": 0,
        "maxSlewHeadroom": 0.3204,
    },
    "clock_network": {
        "cts_resized": 0,
        "ctsHoldBuffers": 0,
        "post_cts_buffers": 0,
    },
    "placement": {
        "numPortBuffers": 105,
        "dp_hpwl_um": 51970,
        "place.gp.congestion": 1.073,
    },
    "worst_hold_path": {
        "hold_class": "in2out",
    },
    "run_status": {
        "outcome": "complete, no violations",
    },
}
## kinds of logic (layout without fill, tap and decap cells)
group                      count (synthesis)  in the layout  share of synthesized area
AOI/OAI and AO/OA                        495            495                     0.3203
muxes                                    134            134                     0.1730
xor gates and xnor gates                  55             55                    0.04746
other                                      0              2                          0
buffers and inverters                    205            235                    0.08765
adders and majority gates                 97             97                     0.1203
and+or+nand+nor                          565            565                     0.2514
## per-stage QoR
stage / hold WS, ps / std cells / area (µm²) / setup slack, ps / utilization
after floorplan: 7530 / 1551 / 10150 / 7540 / -
final: 8735 / 2025 / 11610 / 5434 / 0.3522
after CTS: 8721 / 2023 / 11600 / 5496 / 0.3521
after global placement: 8711 / 2023 / 11600 / 5610 / 0.3521
after global routing: 8782 / 2024 / 11600 / 5216 / 0.3522
after detailed placement: 8703 / 2023 / 11600 / 5509 / 0.3521
## how the worst min path moves through the flow
stage	startpoint	endpoint	cells past startpoint
4_1_cts	ALUIn1[1]	ALUOutE[1]	5
5_1_grt	ALUIn1[4]	ALUOutE[11]	6
6_report	ALUIn1[4]	ALUOutE[11]	6
## worst max-delay path, stage by stage
cell,delay (ps)
clkdlybuf4s50_1,760
inv_1,380
nand4_1,240
nor4_1,490
nand2_1,140
nor2_1,250
nor2_1,90
xnor2_1,130
ha_1,380
and4_1,350
nand4_1,140
a211oi_1,390
a211o_1,320
a2111o_1,220
nand3_1,100
nor4b_1,260
a41oi_1,90
nand4_1,280
clkdlybuf4s50_1,530
## cells in the final DEF, fill, tap and decap left out, drive strengths merged, types with 7 or more instances in the layout
cell type        n
inv             70
o22ai           18
o21ai           85
a22oi           18
a21o            14
mux2            13
a31oi           22
a2111oi          7
nand3           45
a32oi            7
nor3            46
mux4            29
nor4            17
nand4           16
o211ai          27
a221oi           9
a41oi            7
nand2          220
clkdlybuf4s50  102
mux2i           92
ha              96
a21oi          148
xnor2           42
nor2           166
xor2            13
nand2b          10
o221ai          13
and3            10
buf             60
o31ai            8
a211oi          51
## final cells by class
class	instances	area (µm²)
Tap cell	442	553.0
Antenna cell	2	5.005
Fill cell	3600	21340
Inverter	73	274.0
Timing Repair Buffer	162	1464
Multi-Input combinational cell	1346	9310
## metal layers
metal / GRT usage / up-vias
li1: - / 5832
met1: 0.5351 / 6393
met2: 0.5500 / 839
met3: 0.1109 / 165
met4: 0.2033 / 0
met5: 0 / -
## power groups by stage
stage                 logic [µW]  registers, µW  clock network (µW)
after global routing         451              0          0.00000732
after CTS                    416              0                   0
Power and IR drop assume default switching activity.
